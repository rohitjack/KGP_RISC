--- flow/run.sh ---
#!/bin/bash
# OpenROAD 26Q1-2900-gdf79404cd8, Yosys 0.63+post, stock flow scripts
make -C /OpenROAD-flow-scripts/flow DESIGN_CONFIG=/design/flow/config.mk WORK_HOME=/design/flow/orfs finish
--- flow/config.mk ---
export PLATFORM = sky130hd
export DESIGN_NAME = InstDecode
export DESIGN_NICKNAME = InstDecode
export VERILOG_FILES = /design/flow/design.v
export SDC_FILE = /design/flow/constraint.sdc
export NUM_CORES = 4
export LEC_CHECK = 1
export CORE_AREA = 10 10 70 70
export DIE_AREA = 0 0 80 80
export SYNTH_HDL_FRONTEND = slang
--- flow/constraint.sdc ---
current_design InstDecode

set clk_period 3.0
set clk_io_pct 0.2

create_clock -name clk0 -period $clk_period

set non_clock_inputs [all_inputs -no_clocks]
set_input_delay [expr $clk_period * $clk_io_pct] -clock clk0 $non_clock_inputs
set_output_delay [expr $clk_period * $clk_io_pct] -clock clk0 [all_outputs]
--- flow/design.v ---
`timescale 1ns / 1ps
module InstDecode( 
    input [31:0] inst,
    output reg [2:0] opcode,
    output reg [4:0] rsA,
    output reg [4:0] rtA,
    output reg [4:0] shamt,
    output reg [3:0] func,
    output reg [21:0] immt,
    output reg [24:0] lbl,
   output reg MemWrite
    );
  reg [31:0] r[31:0];
  reg [6:0] size,i;
  initial begin
    size = 32;
    for(i=0;i<size;i=i+1)
      r[i] = 32'b0;
  end
always @(*)
  begin
  opcode=inst[31:29];     
  if(opcode==3'b100)      
    begin
    rsA<=inst[28:24];
    rtA<=5'b0;
    shamt<=5'b0;
	 size = 32;
    for(i=0;i<size;i=i+1)
		r[i] = 32'b0;
    func<=4'b0;
    immt<=22'b0;
    lbl<=25'b0;
    end
  else if(opcode==3'b011)  
    begin
    rsA<=5'b0;
    rtA<=5'b0;
    shamt<=5'b0;
    func<=inst[3:0];
    immt<=22'b0;
    lbl<=inst[28:4];
    end
  else if(opcode==3'b010) 
    begin
    rsA<=inst[28:24];
    rtA<=inst[23:19];
    shamt<=5'b0;
	 size = 32;
    for(i=0;i<size;i=i+1)
		r[i] = 32'b0;
    func<={3'b0,inst[0]};
    immt<={5'b0,inst[18:1]};
    lbl<=25'b0;
    end
  else if(opcode==3'b001)     
    begin
    rsA<=inst[28:24];
    rtA<=5'b0;
    shamt<=5'b0;
    func<={2'b0,inst[1:0]};
    immt<=inst[23:2];
    lbl<=25'b0;
    end
  else if(opcode==3'b000)  
    begin
    rsA<=inst[28:24];
    rtA<=inst[23:19];
    shamt<=inst[18:14];
    func<=inst[13:10];
    immt<=22'b0;
    lbl<=25'b0;
    end
  else              
    begin
    rsA<=5'b0;
    rtA<=5'b0;
    shamt<=5'b0;
	 size = 32;
    for(i=0;i<size;i=i+1)
		r[i] = 32'b0;
    func<=4'b0;
    immt<=22'b0;
    lbl<=25'b0;
    end
  end
always @(*)            
  begin
    if(opcode==3'd2 & func==4'd1)
      begin
		size = 32;
    	for(i=0;i<size;i=i+1)
			r[i] = 32'b0;
      MemWrite<=1;
      end
    else
      MemWrite<=0;
  end
endmodule
==> design notes <==
The run finished with clean final reports. Detailed routing inserted a total of 1,144 vias. With the area of the mapped netlist at 742.0 um^2, the tally of clock buffers in the finished layout is 0. After routing, the total negative slack on setup checks comes to 0 ns. Per the post-synthesis report, the number of cells in the design is 115. For reference, the final report shows the hold violation count at 0.

Per the OpenROAD floorplan log, the area of the core is 3416 um^2. The cell area after placement was 1810 um^2. The kind of cell with the highest combined delay along the critical path is buffers and inverters. For the area used by sequential logic in the layout, the log shows 0 um^2. Per the timing report, the biggest fanout along the worst path comes to 26.

The first global-routing pass estimated 6141 um of wire. Entering global routing, the biggest net connects 27 pins. Setup repair after global routing could not meet its margin everywhere. 102 I/O pins were placed. Per the detailed-route log, wirelength across all metal layers totals 4020 um. The count of unresolved DRC violations after routing is 0. For this run, the top clock speed supported by timing is 344.3 MHz.

Row generation in the floorplan step produced 21 rows. TritonRoute output was used to compute an average wire per cell of 15.58 um. The logs give 80.57% for the worst-case headroom to the max-slew limit and 115 for the total cells reported by yosys after synthesis. The run gives 0.04919 mV for the worst vdd rail ir drop. The run gives 0 as the number of diodes added for antenna fixing.

The number of different library cells used by synthesis comes to 27. The number of max-capacitance violations reported came out at 0. The finished cells cover 1819 um^2.

OpenROAD reports that the post-layout worst path occupies 96.82% of the period. The tools report the final number of max-transition violations as 0. The layout overhead on the synthesized area came out at 145.2%. The logs give 0 for the post-CTS setup-driven buffer insertion count and 0 for the remaining global-route overflow. The clock period minus final worst setup slack came out at 2.905 ns. The initial standard-cell utilization of the core is 21.72%. The first detailed-routing pass ran for 4 iterations. According to the timing report, the critical path is launched from inst[31]. After detailed routing, the number of vias per cell comes to 4.434. The run gives 0 for the number of setup violations in the final report.

The cell with the largest stage delay on the worst path was sky130_fd_sc_hd__clkdlybuf4s50_1. The count of yosys warnings during synthesis was 0. The run gives 258 for the cell count after placement.

Warnings raised by the tools during the run amount to 33. The critical path contains buffers and inverters numbering 3 combined. The capture point of the worst path is func[2].

Excluding fillers, the count of instances in the completed layout stands at 258. In this run the critical path is formed by clkdlybuf4s50_1 > buf_12 > or2_2 > o22ai_1 > clkdlybuf4s50_1. By instance count after routing, the leading logic cell types are 102 x sky130_fd_sc_hd__clkdlybuf4s50_1, 33 x sky130_fd_sc_hd__and2_1, 16 x sky130_fd_sc_hd__nand2b_1. The power report puts the leakage power at 0.6744 nW. With the number of global-route vias before repair at 1,182, the die area is 6400 um^2. The tools report the critical path capture point type as a primary output. The number of routed nets with antenna violations was 0. For the initial antenna violation count, the log shows 0.

The critical path class was primary input to primary output. The min-delay analysis places its worst path in the category primary input to primary output. For the count of flip-flops and latches, the log shows 0. The startpoint type of the worst setup path was a primary input. The global routing report lists combined usage of all routing layers as 11.64%. The longest incremental delay of any stage on the critical path is reported as 0.51 ns. With the power density relative to cell area at 105.6 nW/um^2, the synthesized area per cell is 6.452 um^2.

The run gives 0.7697 as the final weighted congestion in routability-driven placement. Detailed placement ended at an HPWL of 3428 um. Summing the sequential cell areas from Yosys gives 0% of the chip area. Per the OpenROAD timing report, the critical path contains 5 cells. The arrival time of data at the worst endpoint is listed as 2.30 ns. The leading cell type in the layout, fill and taps excluded was sky130_fd_sc_hd__clkdlybuf4s50_1.

Overall power after layout: 0.1921 mW. The run gives 80 um for the height of the chip. The placement report lists the number of port buffers as 102. With the required arrival time at the worst endpoint at 2.40 ns, the final core area utilization is 53.26%. The die is 80 um wide.

With the total cell area reported by yosys after synthesis at 742.0 um^2, the layout cell share with drive strength beyond 1 is 6.132%. The most numerous cell type found on the critical path is sky130_fd_sc_hd__clkdlybuf4s50_1. In this run, the number of DRC markers left after iteration 0 of detailed routing was 28.

The measured slew at the worst slew-check pin is 0.2906 ns.
==> where the power goes <==
| part | switching [mW] | total (mW) | internal (mW) |
|---|---|---|---|
| combinational | 0.0618 | 0.192 | 0.130 |
| sequential | 0 | 0 | 0 |
| clock | 0 | 0 | 0 |
==> metal layers <==
layer / GRT usage (%) / vias to the layer above / wire length, um
met1: 14.24 / 495 / 1685
met4: 0 / 0 / 0
met3: 7.045 / 0 / 676
li1: - / 584 / -
met2: 18.14 / 65 / 1658
met5: 0 / - / 0
==> timing repair <==
item | CTS | global route
setup endpoints to repair | 0 | 14
resized | 0 | 2
hold buffers | 0 | 0
==> metrics by stage <==
step | hold WS, ns | setup WS, ns
2_1_floorplan | 1.263 | 1.210
3_3_place_gp | 2.134 | 0.07814
3_5_place_dp | 2.141 | 0.05713
4_1_cts | 2.148 | 0.04413
5_1_grt | 2.166 | -0.02022
6_report | 2.141 | 0.09541
==> cells in the mapped netlist (2+ instances only) <==
master	number	area, um^2
sky130_fd_sc_hd__nand2_1	2	7.510
sky130_fd_sc_hd__o22ai_1	14	87.58
sky130_fd_sc_hd__buf_4	6	45.04
sky130_fd_sc_hd__nor3b_1	4	30.03
sky130_fd_sc_hd__nor2b_1	5	31.28
sky130_fd_sc_hd__inv_1	6	22.52
sky130_fd_sc_hd__and2_1	33	206.5
sky130_fd_sc_hd__o32ai_1	6	52.55
sky130_fd_sc_hd__nand2b_1	17	106.4
sky130_fd_sc_hd__buf_2	5	25.02
==> logic make-up (layout without fill, tap and decap cells) <==
logic type	Yosys count	in the layout	synth area share, %
simple gates	71	71	62.23
buf+inv	20	117	15.17
compound gates	23	23	21.25
fa+ha+maj	1	1	1.349
==> layout make-up <==
| type | instances | area (um^2) |
|---|---|---|
| Fill cell | 327 | 1597 |
| Timing Repair Buffer | 111 | 1101 |
| Multi-Input combinational cell | 95 | 638.1 |
| Tap cell | 46 | 57.56 |
| Inverter | 6 | 22.52 |
==> worst min path at each step <==
stage          to  slack (ns)     start  cells after the start
4_1_cts   lbl[20]        2.15  inst[24]                      3
5_1_grt   lbl[24]        2.17  inst[28]                      3
6_report   rsA[0]        2.14  inst[24]                      3
Power figures rest on the tool's default switching activity, not on a simulated workload.
