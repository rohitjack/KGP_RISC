<file path="./run.sh">
#!/bin/bash
# OpenROAD 26Q1-2900-gdf79404cd8, Yosys 0.63+post, stock flow scripts
make -C /OpenROAD-flow-scripts/flow DESIGN_CONFIG=/design/flow/config.mk WORK_HOME=/design/flow/orfs finish
</file>
<file path="./config.mk">
export PLATFORM = sky130hd
export DESIGN_NAME = assignInputs
export DESIGN_NICKNAME = assignInputs
export VERILOG_FILES = /design/flow/design.v
export SDC_FILE = /design/flow/constraint.sdc
export NUM_CORES = 4
export LEC_CHECK = 1
export CORE_AREA = 10 10 78 78
export DIE_AREA = 0 0 88 88
export SYNTH_HDL_FRONTEND = slang
</file>
<file path="./constraint.sdc">
current_design assignInputs

set clk_period 4.0
set clk_io_pct 0.2

create_clock -name clk0 -period $clk_period

set non_clock_inputs [all_inputs -no_clocks]
set_input_delay [expr $clk_period * $clk_io_pct] -clock clk0 $non_clock_inputs
set_output_delay [expr $clk_period * $clk_io_pct] -clock clk0 [all_outputs]
</file>
<file path="./design.v">
`timescale 1ns / 1ps
module assignInputs(
		input [31:0] rs,
		input [31:0] rt,
		input [4:0] shamt,
		input [21:0] immt,
		input [2:0] opcode,
		input [3:0] fcode,
		output reg [31:0] inp1,
		output reg [31:0] inp2
    );
  reg [31:0] r[31:0];
  reg [6:0] size,i;
  initial begin
    size = 32;
    for(i=0;i<size;i=i+1)
      r[i] = 32'b0;
  end
always @(*)
	begin
		if(opcode==3'b1) 
			begin				
				inp1<=rs;
				r[0]=r[1]+1;
				if(immt[21]!=1'b1)
					inp2<={10'b0,immt};
				else inp2<={10'b1111111111,immt};
			end
		else if(opcode==3'd0)     
			begin      
				if(fcode==4'd0)		 
					begin
					inp1<=rs;
					r[0]=r[1]+1;
					inp2<=rt;
					end
				else if(fcode==4'd1)
					begin
					inp1<=rs;
					inp2<=rt;
					end
				else if(fcode==4'd2)
					begin
					inp2<=rt;
					inp1<=rs;
					r[0]=r[1]+1;
					end
				else if(fcode==4'd3)
					begin
					r[0]=r[1]+1;
					inp2<=rt;
					inp1<=rs;
					r[0]=r[1]+1;
					end
				else if(fcode==4'd4)
					begin
					inp2<=rt;
					inp1<=rs;
					end
				else if(fcode==4'd5)
					begin
					r[0]=r[1]+1;
					inp1<=rs;
					inp2<=rt;
					end
				else if(fcode==4'd6)
					begin
					inp2<=rt;
					r[0]=r[1]+1;
					inp1<=rs;
					end
				else if(fcode==4'd7)
					begin
					inp1<=rs;
					inp2<=rt;
					end
				else if(fcode==4'd8)
					begin
					inp1<=rs;
					r[0]=r[1]+1;
					inp2<=rt;
					end
				else if(fcode==4'd9)
					begin
					inp2<=rt;
					inp1<=rs;
					end
				else if(fcode==4'd10)
					begin
					inp1<=rs;
					inp2<=rt;
					r[0]=r[1]+1;
					end
				else if(fcode==4'd11)
					begin
					inp2<=rt;
					inp1<=rs;
					end		
				else    
					begin
					r[0]=r[1]+1;
					inp1<=rs;
					inp2<={27'b0,shamt};
					end
			end
		else                  
			begin
				inp1<=0;
				inp2<=0;
			end
	end
endmodule
</file>
==> reports/qor.csv <==
stage;metric;value;unit
outcome;status;completed;
critical_path;cpMaxStageDelayCell;clkdlybuf4s50_1;
power;seq_power_share;0;
grt;grt_pass1_wl;7520;um
yosys;top_area_cell;and2_1;
layout;num-clock-buffers;0;
critical_path;arrival;2810;ps
yosys;aoi_share;0.508;
floorplan;die_w;88;um
detailed_routing;antennaDiodeCount;0;
yosys;syn-instance-count;93;
grt;grt_antenna_before_repair;0;
final_timing;fmax;277;MHz
detailed_routing;via_count;1292;
critical_path;path_delay_family;buffers and inverters;
layout;drive_gt1_frac;0.0972;
clock_network;ctsResizeCount;0;
critical_path;endpoint_kind;output pin;
layout;seq_cells;0;
layout;seq_area;0;um2
clock_network;hold_buffers;0;
layout;layout_top_cell;clkdlybuf4s50_1;
yosys;syn_area_per_cell;7.57;um2
yosys;ys_seq_share;0;
place;place_hpwl;4630;um
final_timing;relSlewSlack;0.746;
layout;lay_top_cells;160 x clkdlybuf4s50_1, 32 x and2_1, 16 x a22o_2;
floorplan;num_rows;24;
yosys;ys_types;14;
final_timing;drv_slew;0;
grt;grt.overflow.total;0;
detailed_routing;drc_errors;0;
yosys;ys_sh_adder;0;
final_timing;worst_slack;387;ps
critical_path;crit_required;3200;ps
yosys;mux_share;0;
critical_path;cpPeakStageDelay;600;ps
place;pre_cts_slack;395;ps
detailed_routing;wire_per_inst;17.5;um
critical_path;crit_fanout;27;
detailed_routing;drt_wl_total;5230;um
power;pwr-share-clk;0;
yosys;xor_area_frac;0;
power;netSwitchingPower;0.0000415;W
power;p_leak;0.975;nW
power;p_int;0.000150;W
floorplan;core;0.00441;mm2
detailed_routing;drtIter0Drc;29;
layout;syn_to_final_growth;233;%
critical_path;path_cells;clkdlybuf4s50_1, a2111oi_4, buf_4, a22o_2, clkdlybuf4s50_1;
critical_path;worst_path_most_repeated_cell;clkdlybuf4s50_1;
floorplan;die_area;0.00774;mm2
power;p_comb_frac;1.000;
detailed_routing;vias_per_cell;4.32;
critical_path;crit_type;input port to output pin;
final_timing;finalSetupViolations;0;
grt;grt_pass1_vias;1366;
final_timing;period_used_share;0.903;
power;ir_drop;35.4;uV
layout;final_cells;299;
yosys;area_leaders;and2_1 28%, a22o_2 23%, a21o_1 12%;
clock_network;cts_setup_buffers;0;
yosys;ys_sh_simple;0.414;
grt;grt_usage;0.121;
yosys;top_cell_area_share;0.284;
place;io_buffer_count;160;
place;gp_congestion;0.790;
flow_run;tool_warnings;34;
flow_run;drv_cap;0;
power;pwr_density_cell;81.3;mW/mm2
yosys;topCombFamilyByArea;AND-OR/OR-AND gates;
detailed_routing;drtPass1Iterations;4;
critical_path;start_kind;input port;
floorplan;ios;162;
final_timing;final-hold-violation-count;0;
detailed_routing;ant_nets;0;
power;switching_share;0.217;
yosys;yosysWarnings;0;
worst_hold_path;min_path_type;input port to output pin;
floorplan;fp.dieH;88;um
final_timing;rsz0062_at_grt;no;
place;dp.cells;299;
critical_path;crit_buf_inv;3;
yosys;synth_area;704;um2
final_timing;fin_setup_tns;0;ps
floorplan;fp-utilization;0.160;
yosys;ys_chip_area;704;um2
grt;grt_max_degree;38;
yosys;ys_cells;93;
final_timing;worst_pin_slew;380;ps
final_timing;period_needed;3610;ps
## power by group through the flow
stage                 Clock [W]  Sequential (W)  Combinational (W)
after CTS                     0               0           0.000194
after global routing          0               0           0.000207
final                         0               0           0.000191
## logic make-up (layout without fill, tap and decap cells)
family                 Yosys count  in the layout
AND-OR/OR-AND                   38             38
AND/OR/NAND/NOR                 45             45
buffers and inverters           10            164
## path summary, 6_finish.rpt
kind / depth (start not counted) / start / end
worst max-delay path: 5 / fcode[2] / inp2[6]
worst min-delay path: 3 / rs[30] / inp1[30]
## Yosys cell counts
cell type  number
a2111oi_4       1
a21boi_0        5
a21o_1         11
a22o_2         16
and2_1         32
and3_1          5
and4bb_2        1
buf_2           2
buf_6           2
clkbuf_1        6
nand2b_1        5
nor2_1          1
nor3b_2         1
o311a_1         5
## layout make-up
cell class	count	area [um2]
tap	52	65.1
fill	394	2070
timing repair buffer	164	1630
multi-input combinational	83	652
## tightest hold or removal path, delay by kind of cell
kind	cells	cell delay, ps
buffers and inverters	2	780
AND/OR/NAND/NOR	1	130
## stage by stage
stage | instance area (um2) | util | hold slack (ps) | power, W
6_report | 2350 | 0.532 | 2510 | 0.000191
5_1_grt | 2350 | 0.532 | 2520 | 0.000207
4_1_cts | 2350 | 0.532 | 2510 | 0.000194
3_5_place_dp | 2350 | 0.532 | 2510 | 0.000193
3_3_place_gp | 2350 | 0.532 | 2520 | 0.000192
2_1_floorplan | 704 | - | 1660 | 0.0000365
## routing by layer
| metal | vias up | GRT usage | wire length (um) |
|---|---|---|---|
| met5 | - | 0 | 0 |
| met3 | 4 | 0.0458 | 598 |
| met4 | 0 | 0.0130 | 62 |
| met2 | 76 | 0.222 | 2680 |
| met1 | 561 | 0.131 | 1890 |
| li1 | 651 | - | - |
No activity file was given, so power comes from the tool's default toggle rates.
