===== flow/config.mk =====
export PLATFORM = sky130hd
export DESIGN_NAME = regBank
export DESIGN_NICKNAME = regBank
export VERILOG_FILES = /design/flow/design.v
export SDC_FILE = /design/flow/constraint.sdc
export NUM_CORES = 4
export LEC_CHECK = 1
export CORE_UTILIZATION = 40
export SYNTH_HDL_FRONTEND = slang

===== flow/design.v =====
`timescale 1ns / 1ps
module regBank(
  input rst,
  input clock,
  input RgW,       
  input [4:0] wrA,     
  input [31:0] wrD,       
  input [4:0] rdA,       
  output reg [31:0] rdDA,
  input [4:0] rdB,
  output reg [31:0] rdDB,
  output [31:0] rout
  );
  reg [31:0] r[31:0];
  reg [6:0] size,i;
  initial begin
    size = 32;
    for(i=0;i<size;i=i+1)
      r[i] = 32'b0;
  end
  assign rout=r[7];
  always @(*) 
    begin
      if(rdB<32)begin
          rdDB=r[rdB];           
        end 
      else begin
          rdDB=32'hXXXXXXXX;        
        end
      if(rdA<32) begin
          rdDA=r[rdA];           
        end
      else begin
          rdDA=32'hXXXXXXXX;
        end
    end
  always @(posedge clock)             
    begin
    if (RgW) begin
        r[wrA]=wrD;
        end
    end
endmodule

===== flow/run.sh =====
#!/bin/bash
# OpenROAD 26Q1-2900-gdf79404cd8, Yosys 0.63+post, stock flow scripts
make -C /OpenROAD-flow-scripts/flow DESIGN_CONFIG=/design/flow/config.mk WORK_HOME=/design/flow/orfs finish

===== flow/constraint.sdc =====
current_design regBank

set clk_period 5.9
set clk_io_pct 0.2

create_clock -name clk0 -period $clk_period [get_ports {clock}]

set non_clock_inputs [all_inputs -no_clocks]
set_input_delay [expr $clk_period * $clk_io_pct] -clock clk0 $non_clock_inputs
set_output_delay [expr $clk_period * $clk_io_pct] -clock clk0 [all_outputs]

==> GITHUB_STEP_SUMMARY <==
## Implementation flow summary

| Metric | Value |
|---|---|
| Largest net degree at the start of global routing | roughly 73 |
| Synth Flop Type | edfxtp_1 |
| Core Area | 0.122 mm^2 |
| Synthesized cell area | around 0.049 mm^2 |
| Die Wd | 352 um |
| Proportion of synthesized chip area in sequential cells | 0.627 |
| PwrDens | slightly below 300 mW/mm^2 |
| Synth warn | 0 |
| Avg Synthesized Cell Area | ~14 um^2 |
| Detailed placement HPWL | between 90 and 100 mm |
| Area growth, synth to finish | 15.0% |
| Grt ovf | 0 |
| Reg area | slightly above 0.03 mm^2 |
| Worst EP arrival | around 4.2 ns |
| Die Y | about 350 um |
| Share of cells above drive strength 1 | 0.106 |
| CP Launch Point | rdB[2] |
| Max Used Layer | met5 |
| Total routed wirelength | between 100 and 150 mm |
| Clk pin slew, worst setup/hold paths | around 0.060 ns |
| Vias in the first global route | approximately 32000 |
| DR vias/cell | around 5.8 |
| Slew Limit Fails | 0 |
| Routed Antenna Nets | 0 |
| Cell variety after synth | 23 |
| OpenROAD warning count | 27 |
| TritonCTS buffer count | 109 |
| Unrepaired setup endpoints after global routing | false |
| Syn Inst Count | 3419 |
| Overall Power | 16.4 mW |
| Critical path endpoint | rdDB[12] |
| Routed length on met3 | about 24 mm |
| Htree depth | 3 |
| Minimum clock period | between 5 and 6 ns |
| Setup CP Type | primary input to primary output |
| Fin. Hold Viols | 0 |
| Post-CTS setup buffers | 0 |
| DR pass1 iterations | 23 |
| Post-route DRC violation count | 0 |
| Max Freq | approximately 190 MHz |
| First-pass GRT wire length | between 200 and 250 mm |
| CTS sink cnt | 1024 |
| Logic area | 0.0168 mm^2 |
| Yosys Instances | around 3400 |
| Num ports | ~150 |
| Final Cycle Share | 0.915 |
| Sum Neg Setup Slack | 0 ns |
| Most common logic cells in the final layout | 1024 x mux2i_1, 1024 x edfxtp_1, 194 x nand2_1, 194 x nand3_1 |
| Vias | just over 30000 |
| Diode count | 0 |
| Req. time, crit path | around 4.7 ns |
| PortBufs | roughly 140 |
| Resized cells post-CTS | 0 |
| CTS tree | built |
| Async SR Flop Fraction | 0 |
| Clock buffer depth | 3 |
| CTS Hold Buffers Added | 0 |
| Filler cell count in the final layout | 10380 |
| Status | finished, final reports clean |
| Final setup violating endpoints | 0 |
| Hold crit path type | primary input to register |
| Synth flops | 1024 |
| FP Rows | 128 |
| Leak | between 20 and 25 nW |
| Max Cap Viol | 0 |
| Post-synth EDFFs | a little over 1000 |
| Actual slew at the worst max-slew pin | 0.958 ns |
| DRT iter0 DRCs | between 1500 and 2000 |
| Area of the die | 0.124 mm^2 |
| M1 WL | between 50 and 60 mm |
| Routability cong. | 0.900 |
| Met2 WL | approximately 68 mm |
| Starting Density | 0.403 |
| Gr usage total | 0.256 |
| Root Driver | clkbuf_16 |
| Worst-path fanout max | 23 |
| Peak VDD IR | ~240 uV |
| Critical Path Sink Type | primary output |
| Startpoint Class | primary input |
| Per-cell routed wire length | around 28 um |
| Chip Area, Yosys | just under 0.05 mm^2 |
| Antenna violations before repair | 2 |
| Rel. slew slack | 0.360 |
cells in the mapped netlist (2+ instances only):
cell	instances	share of area
nor2_1	36	0.0028
a31oi_1	64	0.0082
or3b_2	2	0.00036
nand3_1	194	0.020
buf_1	9	0.00069
nor3_1	64	0.0065
edfxtp_1	1024	0.63
buf_2	83	0.0085
buf_4	77	0.012
nand3b_1	5	0.00077
a22oi_1	192	0.029
nor2b_1	4	0.00051
clkbuf_4	4	0.00061
clkbuf_1	67	0.0051
buf_6	45	0.010
nand2b_1	4	0.00051
mux2i_1	1024	0.21
a21oi_1	192	0.020
or2_2	2	0.00026
and2_1	2	0.00026
a22o_1	128	0.023
nand2_1	196	0.015
final cells by class:
cell class,instances,share of cell area
sequential,1024,0.545
multi-input combinational,2110,0.298
timing repair buffer,326,0.0591
clock buffer,132,0.0510
tap,1625,0.0361
clock inverter,72,0.0107
cells by family after synthesis:
kind of cell | count (synthesis) | synth area share
multiplexers | 1024 | 0.209
flip-flops | 1024 | 0.627
AND-OR/OR-AND | 576 | 0.0800
AND/OR/NAND/NOR | 510 | 0.0469
buffers and inverters | 285 | 0.0370
how the worst min path moves through the flow:
stage,from,cells past startpoint,to
CTS,wrD[29],2,r[509]
global route,wrD[29],2,r[445]
finish,wrD[1],2,rout[1]
critical path, stage by stage:
cell             delay [ns]
clkdlybuf4s50_1        0.62
and2_4                 0.54
buf_4                  0.44
a21oi_1                0.14
a31oi_1                0.39
nand3_1                0.37
clkdlybuf4s50_1        0.52
state kept, by name, summed over array words and instances, names as in the netlist:
register	count
r	992
rout	32
metrics by stage:
stage / util / cell area (um^2) / std cells / setup WS (ns) / hold WS [ns]
finish: 0.463 / 56400 / 5289 / 0.502 / 1.31
global route: 0.463 / 56400 / 5289 / 0.277 / 1.32
CTS: 0.463 / 56400 / 5289 / 0.557 / 1.28
detailed placement: 0.435 / 52900 / 5085 / 0.550 / 2.01
global placement: 0.435 / 52900 / 5085 / 0.612 / 2.01
floorplan: - / 49000 / 3419 / 2.29 / 1.28
routing by layer:
metal / up-vias / track usage
met5: - / 0.00462
met3: 267 / 0.175
li1: 13776 / -
met2: 1702 / 0.376
met1: 14985 / 0.319
met4: 6 / 0.0597
power by group:
part | switching (mW) | internal, mW
Clock | 2.81 | 3.89
Combinational | 0.940 | 0.601
Sequential | 0.0354 | 8.10
Power is estimated from default activity; no workload was simulated.
